==> flow/design.v <==
module decoder(value,timing_signals);
  input [3:0] value;
  output reg [15:0] timing_signals;
  assign timing_signals = (value == 4'b0000) ? 16'h0001 :
                          (value == 4'b0001) ? 16'h0002 :
                          (value == 4'b0010) ? 16'h0004 :
                          (value == 4'b0011) ? 16'h0008 :
                          (value == 4'b0100) ? 16'h0010 :
                          (value == 4'b0101) ? 16'h0020 :
                          (value == 4'b0110) ? 16'h0040 :
                          (value == 4'b0111) ? 16'h0080 :
                          (value == 4'b1000) ? 16'h0100 :
                          (value == 4'b1001) ? 16'h0200 :
                          (value == 4'b1010) ? 16'h0400 :
                          (value == 4'b1011) ? 16'h0800 :
                          (value == 4'b1100) ? 16'h1000 :
                          (value == 4'b1101) ? 16'h2000 :
                          (value == 4'b1110) ? 16'h4000 :
                                               16'h8000 ;
endmodule
==> flow/run.sh <==
#!/bin/bash
# OpenROAD 26Q1-2900-gdf79404cd8, Yosys 0.63+post, stock flow scripts
make -C /OpenROAD-flow-scripts/flow DESIGN_CONFIG=/design/flow/config.mk WORK_HOME=/design/flow/orfs finish
==> flow/config.mk <==
export PLATFORM = sky130hd
export DESIGN_NAME = decoder
export DESIGN_NICKNAME = decoder
export VERILOG_FILES = /design/flow/design.v
export SDC_FILE = /design/flow/constraint.sdc
export NUM_CORES = 4
export LEC_CHECK = 1
export CORE_AREA = 10 10 70 70
export DIE_AREA = 0 0 80 80
==> flow/constraint.sdc <==
current_design decoder

set clk_period 1.0
set clk_io_pct 0.2

create_clock -name clk0 -period $clk_period

set non_clock_inputs [all_inputs -no_clocks]
set_input_delay [expr $clk_period * $clk_io_pct] -clock clk0 $non_clock_inputs
set_output_delay [expr $clk_period * $clk_io_pct] -clock clk0 [all_outputs]
==> impl_metrics.env <==
# yosys + openroad results
export IMPL_logic_family="simple AND/OR/NAND/NOR gates"
export IMPL_yosys_top_cells_count="and4b_1 (4), buf_4 (4), nor4b_2 (4)"
export IMPL_cp_common_cell="buf_8"
export IMPL_ys_sh_simple=0.867
export IMPL_fp_utilization=0.0663
export IMPL_num_io_pins=20
export IMPL_syn_area_per_cell_um2=11.3
export IMPL_min_to="timing_signals[1]"
export IMPL_place_congestion=0.676
export IMPL_synth_area_top_cells="nor4b_2 (27%), and4b_1 (18%), and4bb_1 (17%)"
export IMPL_wire_per_inst_um=14.0
export IMPL_die_area_um2=6400
export IMPL_place_inst=86
export IMPL_top_area_cell="nor4b_2"
export IMPL_mux_area_frac=0
export IMPL_slowest_delay_ps=260
export IMPL_fin_ws_ps=-145
export IMPL_ys_sh_xor=0
export IMPL_startpoint_type="primary input"
export IMPL_syn_area_um2=226
export IMPL_yosysCellCount=20
export IMPL_setup_tns_ps=-1290
export IMPL_dpl_worst_slack_ps=-792
export IMPL_maxSlewHeadroom=0.853
export IMPL_power_density_nw_per_um2=356
export IMPL_status="finished, violations left"
export IMPL_remaining_drc_errors=0
export IMPL_regArea_um2=0
export IMPL_cp_arrival_ps=940
export IMPL_rows=21
export IMPL_finalSetupViolations=14
export IMPL_grt_max_degree=9
export IMPL_endpoint_kind="output port"
export IMPL_hp_start="value[2]"
export IMPL_yosysWarnings=1
export IMPL_fmax_mhz=873
export IMPL_hold_depth=4
export IMPL_antenna_diode_count=0
export IMPL_period_minus_slack_ps=1140
export IMPL_cap_violations=0
export IMPL_die_w_um=80
export IMPL_fa_ha_area_frac=0
export IMPL_areaGrowthSynthToFinish_pct=235
export IMPL_vias=342
export IMPL_dieHeight_um=80
export IMPL_hold_buffers=0
export IMPL_p_leak_nw=0.367
export IMPL_ant_nets=0
export IMPL_via_per_inst=3.29
export IMPL_postSynthSeqShare=0
export IMPL_maxSlewViolCount=0
export IMPL_hold_viol=0
export IMPL_drt_total_wl_um=1460
export IMPL_tool_warnings=34
export IMPL_crit_chain="buf_8, buf_12, buf_8, nor4b_4, buf_2"
export IMPL_layout_drive_gt1_share=0.862
export IMPL_grt_use_total=0.0390
export IMPL_synthAoiAreaFrac=0
export IMPL_core_region_area_um2=3420
export IMPL_critPathMaxFanout=4
export IMPL_gr_total_overflow=0
export IMPL_nClkBuffers=0
export IMPL_fin_crit_sh=1.14
export IMPL_ys_chip_area_um2=226
export IMPL_flops=0
export IMPL_rsz0062_at_grt="true"
export IMPL_worst_slew_pin_slew_ps=220
export IMPL_drt_first_pass_iters=2
export IMPL_final_core_util=0.222
export IMPL_hold_path_class="primary input to output port"
export IMPL_stdcell_count=104
export IMPL_grt_pass1_wl_um=2030
export IMPL_critPathKind="primary input to output port"
export IMPL_ys_types=7
export IMPL_drtIter0Drc=3
export IMPL_antenna_found_initial=0
export IMPL_crit_slowest_cell="nor4b_4"
export IMPL_syn_inst=20
export IMPL_dpl_hpwl_um=664
export IMPL_ir_worst_vdd_mv=0.166
export IMPL_first_global_vias=348
export IMPL_synthDominantCellAreaShare=0.265
export IMPL_portBuffers=20
export IMPL_violations="negative setup slack"
export IMPL_required_ps=800
-- cells in the final DEF (no fill, tap or decap) --
master    instances
buf_6             8
and4bb_2          3
buf_4             5
buf_16            4
nor4b_2           2
and4bb_1          3
nor4b_4           2
nor4_4            1
buf_2            15
and4b_1           4
buf_12            5
and4_1            1
clkbuf_2          1
buf_8             4
-- logic make-up after synthesis --
logic type / after synthesis
buffers and inverters: 4
AND/OR/NAND/NOR: 16
-- where the power goes --
| group | total [W] | internal [W] | switching, W | leakage [nW] |
|---|---|---|---|---|
| registers | 0 | 0 | 0 | 0 |
| logic | 0.000270 | 0.000182 | 0.0000877 | 0.367 |
| clock network | 0 | 0 | 0 | 0 |
-- through the flow --
stage / hold WS [ps] / total power, W / cell area (µm²)
global placement: 1500 / 0.000141 / 534
finish: 757 / 0.000270 / 758
detailed placement: 1500 / 0.000142 / 534
CTS: 743 / 0.000232 / 688
floorplan: 535 / 0.0000505 / 226
global route: 772 / 0.000286 / 758
-- worst max path at each step --
| stage | startpoint | end | slack, ps | cells after the start |
|---|---|---|---|---|
| global route | value[1] | timing_signals[0] | -190 | 5 |
| finish | value[1] | timing_signals[1] | -140 | 5 |
| CTS | value[3] | timing_signals[0] | -140 | 5 |
-- final cells by class --
class              count  area [µm²]
well taps             46        57.6
multi-input cells     16         223
repair buffers        42         478
fillers              359        2660
-- routing by layer --
layer / global-route usage / wire [µm] / vias to the layer above
met3: 0.0136 / 153 / 2
met4: 0 / 21 / 0
met2: 0.0474 / 501 / 21
met5: 0 / 0 / -
met1: 0.0646 / 783 / 151
li1: - / - / 168
-- timing repair --
item / 4_1_cts / 5_1_grt
gates resized: 87 / 7
gates cloned: 4 / 0
setup endpoints to repair: 16 / 14
buffers inserted: 9 / 5
pin swaps: 10 / 6
hold endpoints to repair: 0 / 0
-- worst max-delay path, delay by kind of cell --
kind,cells,cell delay (ps)
buffers and inverters,4,490
and+or+nand+nor,1,260
Power and IR drop assume default switching activity.
