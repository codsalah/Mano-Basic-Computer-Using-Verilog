File: flow/run.sh
#!/bin/bash
# OpenROAD 26Q1-2900-gdf79404cd8, Yosys 0.63+post, stock flow scripts
make -C /OpenROAD-flow-scripts/flow DESIGN_CONFIG=/design/flow/config.mk WORK_HOME=/design/flow/orfs finish
File: flow/config.mk
export PLATFORM = sky130hd
export DESIGN_NAME = REG_11
export DESIGN_NICKNAME = REG_11
export VERILOG_FILES = /design/flow/design.v
export SDC_FILE = /design/flow/constraint.sdc
export NUM_CORES = 4
export LEC_CHECK = 1
export CORE_AREA = 10 10 70 70
export DIE_AREA = 0 0 80 80
File: flow/constraint.sdc
current_design REG_11

set clk_period 2.2
set clk_io_pct 0.2

create_clock -name clk0 -period $clk_period [get_ports {CLK}]

set non_clock_inputs [all_inputs -no_clocks]
set_input_delay [expr $clk_period * $clk_io_pct] -clock clk0 $non_clock_inputs
set_output_delay [expr $clk_period * $clk_io_pct] -clock clk0 [all_outputs]
File: flow/design.v
module REG_11(Q, INR, Data, LD, CLK, CLR);
	output reg [11:0] Q;
	input [11:0] Data;
	input INR, LD, CLK, CLR;
	initial Q = 0;
	always @(posedge CLK)
	begin
		if(CLR)
			Q <= 16'b0;
		else if(LD)
			Q <= Data;
		else if(INR)
			Q <= Q + 1;
	end
endmodule
==> flow report <==
OUTCOME
-------------------------------------------------------------------------------
Outcome ..........................................................    completed

DETAILED ROUTING
-------------------------------------------------------------------------------
Post-detailed-route wirelength per cell ..........................      12.3 um
DRC viols ........................................................            0
Antenna cell count ...............................................            0
Iteration-0 DRC Markers ..........................................           26
Via Count ........................................................          672
DR vias/cell .....................................................         4.28
Count of nets left with antenna violations after detail routing ..            0
Total routed wirelength ..........................................      1.93 mm
First-pass detailed-route iteration total ........................            4

CTS
-------------------------------------------------------------------------------
Clock root cell .................................................. sky130_fd_sc_hd__clkbuf_4
TritonCTS buffer count ...........................................            3
Post-CTS setup buffers ...........................................            0
Maximum buffer depth of the clock tree ...........................            2
Reg clk slew, reported paths .....................................      0.07 ns
Insertion delay at the late pin of the worst-skew pair ...........      0.26 ns
CTS H-tree lvls ..................................................            1
Clock tree from TritonCTS ........................................         done
Gates resized, CTS repair ........................................            0
Number of hold buffers added after cts ...........................            0
Number of clock sinks ............................................           12

YOSYS
-------------------------------------------------------------------------------
Synth Seq Share ..................................................        35.0%
Leading register cell type out of synthesis ...................... sky130_fd_sc_hd__dfxtp_1
Chip area estimate from yosys synthesis ..........................     686 um^2
Async set or reset register ratio after synthesis ................           0%
Yosys cell types .................................................           28
Gate count after technology mapping ..............................           82
Average cell area after synthesis ................................    8.36 um^2
Warning count from the yosys run .................................            1
Registers, synthesis .............................................           12
Summed instance area of the synthesized netlist ..................     686 um^2
Post-synth tally of flip-flops with integrated enable ............            0
Number of cell instances after yosys synthesis ...................           82

WORST HOLD PATH
-------------------------------------------------------------------------------
Min-delay worst type ............................................. flip-flop to flip-flop

FINISH
-------------------------------------------------------------------------------
Layout overhead on the synthesized area ..........................        52.0%
Fillers ..........................................................          376
Register with the most flip-flops ................................            Q
Register Area ....................................................     240 um^2
Largest registers ................................................        Q x12
Area of all placed cells without fillers ......................... 0.00104 mm^2
Share of cells above drive strength 1 ............................        8.11%
Max reg flops ....................................................           12
MI comb area .....................................................     410 um^2

CRITICAL PATH
-------------------------------------------------------------------------------
Largest stage delay, worst path ..................................      0.70 ns
Critical Path RT .................................................      2.40 ns
Startpoint type of the worst setup path ..........................    input pin
Arrival time worst endpoint ......................................      1.96 ns
Nature of the critical path endpoint .............................    flip-flop
Family with the most delay on the worst path ..................... buffers and inverters
Startpoint-to-endpoint class of the critical path ................ input pin to flip-flop
Worst R2R Setup Slack ............................................      0.72 ns
CP Buf/Inv Count .................................................            1
Largest fanout on the critical path ..............................           10
Cell at the slowest stage of the critical path ................... sky130_fd_sc_hd__clkdlybuf4s50_1
Critical path cell sequence ...................................... clkdlybuf4s50_1, nand2_1, or3_1, a21o_1, a21oi_2

POWER
-------------------------------------------------------------------------------
Pwr dens .........................................................  471 mW/mm^2
Worst vdd ir .....................................................     0.188 mV
Reported leakage power ...........................................  0.000377 uW

FLOORPLAN
-------------------------------------------------------------------------------
Total die size ................................................... 0.00640 mm^2
Starting density of the core .....................................        20.1%
Number of top-level pins .........................................           28
Floorplan die width ..............................................        80 um
Area of the core ................................................. 0.00342 mm^2
Die y size .......................................................        80 um
Number of standard-cell rows in the floorplan ....................           21

FINAL TIMING
-------------------------------------------------------------------------------
Final setup TNS ..................................................         0 ns
Final count of hold timing violations ............................            0
Final setup fails ................................................            0
Unrepaired setup endpoints after global routing ..................           no
Final Skew .......................................................  0.000347 ns
Max Clk Rate .....................................................    0.570 GHz
Worst Tran Pin Value .............................................     0.388 ns
Max transition margin ............................................        74.1%
Hold Slack .......................................................     0.601 ns
Tcrit/Tclk final .................................................        79.8%
Slew Limit Fails .................................................            0
Final min period .................................................      1.76 ns

GRT
-------------------------------------------------------------------------------
Maximum number of pins on one net before global-route repair .....           13
Antenna violations before repair .................................            0
GRT Resource Usage Total .........................................        6.18%
Global-route wire length before repair ...........................      3.19 mm
Vias in the first global route ...................................          641
Total congestion overflow after global routing ...................            0

PLACEMENT
-------------------------------------------------------------------------------
Placed wire-length estimate ......................................      1.49 mm
Placed cell area ................................................. 0.00102 mm^2
Tally of buffers added on design ports ...........................           27
Final weighted congestion of routability-driven global placement .        0.849

RUN
-------------------------------------------------------------------------------
Total of max-cap violations ......................................            0
Stage-log warning count ..........................................           25

-- stage by stage --
step	setup WS, ns	utilization (%)	std cells	total power [uW]
after global routing	0.301	30.5	157	529
after CTS	0.439	30.5	157	502
after floorplan	0.818	-	82	297
after global placement	0.222	29.9	154	368
final	0.444	30.5	157	491
after detailed placement	0.171	29.9	154	369
-- cell type report --
class	count	share of cell area (%)
Tap cell	46	5.52
Timing Repair Buffer	30	28.1
Inverter	5	1.80
Multi-Input combinational cell	61	39.4
Clock buffer	3	2.16
Sequential cell	12	23.0
-- power breakdown --
part	switching, uW	internal, uW	leakage, uW
logic	34.7	73.1	0.000264
registers	22.5	232	0.0000994
clock network	65.7	63.2	0.0000138
-- cell families (layout without fill, tap and decap cells) --
logic type | Yosys count | in the layout | share of synthesized area [%]
AND-OR/OR-AND | 19 | 19 | 17.3
XOR/XNOR | 9 | 9 | 11.5
adder cells (fa/ha/maj) | 1 | 1 | 1.82
buffers and inverters | 9 | 38 | 5.11
flip-flops | 12 | 12 | 35.0
multiplexers | 3 | 3 | 4.38
AND/OR/NAND/NOR | 29 | 29 | 24.8
-- Yosys cell counts (all sizes together) (2+ instances only) --
master  number  area [um^2]
a21oi        9         48.8
buf          2         8.75
clkbuf       2         7.51
dfxtp       12          240
inv          5         18.8
mux2i        3         30.0
nand2        5         18.8
nand3        2         10.0
nand4        4         40.0
nor2         6         22.5
nor3         5         25.0
nor3b        3         22.5
o21a         3         22.5
o22ai        3         18.8
xnor2        7         61.3
xor2         2         17.5
-- worst paths after layout --
kind / to / cells past startpoint / startpoint
min: Q[10]$_SDFFE_PP0P_ / 2 / Q[10]$_SDFFE_PP0P_
min reg2reg: Q[10]$_SDFFE_PP0P_ / 2 / Q[10]$_SDFFE_PP0P_
max: Q[6]$_SDFFE_PP0P_ / 5 / INR
max reg2reg: Q[6]$_SDFFE_PP0P_ / 5 / Q[1]$_SDFFE_PP0P_
-- per-layer routing --
metal | up-vias | GRT usage, % | routed length (um)
li1 | 353 | - | -
met1 | 285 | 8.60 | 922
met2 | 32 | 8.19 | 713
met3 | 2 | 3.86 | 279
met4 | 0 | 0.352 | 13
met5 | - | 0 | 0
-- worst register-to-register path, stage by stage, from the launching register on --
cell and delay, ns:
sky130_fd_sc_hd__dfxtp_1 0.45, sky130_fd_sc_hd__ha_1 0.23, sky130_fd_sc_hd__nand2_1 0.11, sky130_fd_sc_hd__or3_1 0.33
sky130_fd_sc_hd__a21o_1 0.19, sky130_fd_sc_hd__a21oi_2 0.11
-- cell usage in the layout, fill, tap and decap left out --
cell type	n
sky130_fd_sc_hd__xor2_1	2
sky130_fd_sc_hd__dfxtp_1	12
sky130_fd_sc_hd__nand4_1	3
sky130_fd_sc_hd__clkdlybuf4s50_1	27
sky130_fd_sc_hd__nor2_1	6
sky130_fd_sc_hd__or3_1	1
sky130_fd_sc_hd__ha_1	1
sky130_fd_sc_hd__and4b_1	1
sky130_fd_sc_hd__or3b_2	1
sky130_fd_sc_hd__a2111oi_0	1
sky130_fd_sc_hd__and3_1	1
sky130_fd_sc_hd__nor3b_1	3
sky130_fd_sc_hd__nand2_1	5
sky130_fd_sc_hd__mux2i_1	3
sky130_fd_sc_hd__clkbuf_4	3
sky130_fd_sc_hd__a211oi_1	1
sky130_fd_sc_hd__nand4_4	1
sky130_fd_sc_hd__nand3_1	2
sky130_fd_sc_hd__buf_4	3
sky130_fd_sc_hd__xnor2_1	7
sky130_fd_sc_hd__a21oi_2	1
sky130_fd_sc_hd__nor3_1	5
sky130_fd_sc_hd__o21ai_0	1
sky130_fd_sc_hd__o21a_1	3
sky130_fd_sc_hd__a21o_1	1
sky130_fd_sc_hd__inv_1	5
sky130_fd_sc_hd__a21oi_1	8
sky130_fd_sc_hd__o22ai_1	3
Power and IR drop assume default switching activity.
