$ cat design/flow/design.v
module REG_16(Q, INR, Data, LD, CLK, CLR);
    initial Q = 0;
	output reg [15:0] Q;
	input [15:0] Data;
	input INR, LD, CLK, CLR;
	always @(posedge CLK)
	begin
		if(CLR)
			Q <= 16'b0;
		else if(LD)
			Q <= Data;
		else if(INR)
			Q <= Q + 1;
	end	
endmodule
$ cat design/flow/run.sh
#!/bin/bash
# OpenROAD 26Q1-2900-gdf79404cd8, Yosys 0.63+post, stock flow scripts
make -C /OpenROAD-flow-scripts/flow DESIGN_CONFIG=/design/flow/config.mk WORK_HOME=/design/flow/orfs finish
$ cat design/flow/config.mk
export PLATFORM = sky130hd
export DESIGN_NAME = REG_16
export DESIGN_NICKNAME = REG_16
export VERILOG_FILES = /design/flow/design.v
export SDC_FILE = /design/flow/constraint.sdc
export NUM_CORES = 4
export LEC_CHECK = 1
export CORE_AREA = 10 10 100 100
export DIE_AREA = 0 0 110 110
$ cat design/flow/constraint.sdc
current_design REG_16

set clk_period 1.9
set clk_io_pct 0.2

create_clock -name clk0 -period $clk_period [get_ports {CLK}]

set non_clock_inputs [all_inputs -no_clocks]
set_input_delay [expr $clk_period * $clk_io_pct] -clock clk0 $non_clock_inputs
set_output_delay [expr $clk_period * $clk_io_pct] -clock clk0 [all_outputs]
==> ci_impl_report.md <==
## Synthesis and layout report

| Metric | Value |
|---|---|
| R2R depth | `5` |
| Status | `complete, no violations` |
| Largest reg by FF count | `Q` |
| Cts hold-fix bufs | `0` |
| CP Launch Type | `input port` |
| Antenna cells | `0` |
| CTS tree | `built` |
| Post-CTS Setup Bufs | `0` |
| Reg2reg setup slack | `0.36 ns` |
| Final critical-path setup slack | `0.2227 ns` |
| Crit path from | `INR` |
| Drt pass-1 iters | `4` |
| Critical-path top delay cell | `clkdlybuf4s50_1` |
| Initial antenna violation count | `0` |
| Final slew viol count | `0` |
| Metal3 WL | `roughly 240 µm` |
| Via count | `856` |
| Lkg Pwr | `approximately 0.60 nW` |
| First DRT Iteration DRCs | `26` |
| Worst hold margin | `between 0.6 and 0.7 ns` |
| Slew headroom | `approximately 80%` |
| Routed length on met1 | `around 1.3 mm` |
| Global route overflow | `0` |
| DR DRC count | `0` |
| Fillers | `878` |
| # Cells Yosys | `roughly 110` |
| H-tree Lvls | `1` |
| R2R Path Start | `Q[0]$_SDFFE_PP0P_` |
| Post-cts repair resize count | `0` |
| Synth Instances | `112` |
| Avg Inst Size Synth | `8.792 µm²` |
| DIE HEIGHT | `110 µm` |
| CP cell instances | `clkdlybuf4s50_1, nand4_4, or3_1, a21o_1, a21oi_1` |
| Top cells, area | `dfxtp_1, xor2_1, o21a_1, a21oi_1, nor4_2` |
| Mapped Area | `984.7 µm²` |
| Dpl cells | `245` |
| Top cell type's share of synthesized area | `32.53%` |
| Kind of critical path | `in -> reg` |
| Clk slew on worst S/H paths | `0.06 ns` |
| Crit path time final | `1.677 ns` |
| Setup crit end | `Q[5]$_SDFFE_PP0P_` |
| FF-to-FF End | `Q[12]$_SDFFE_PP0P_` |
| Post-detailed-route wirelength per cell | `11.84 µm` |
| Vias in the first global route | `between 800 and 900` |
| OpenROAD warnings | `25` |
| Max FFs per register | `16` |
| Setup violators final | `0` |
| Largest net degree at the start of global routing | `30` |
| Core Util at FP | `between 10% and 20%` |
| Synth area leader | `dfxtp_1` |
| Clk_skew | `0.001914 ns` |
| Synth Seq Share | `32.53%` |
| Worst hold path type | `reg -> reg` |
| Sink Count | `16` |
| P&R area growth vs syn | `53.49%` |
| Antenna viol nets, final | `0` |
| Gate Area | `574.3 µm²` |
| Synthesis Warnings | `1` |
| Worst slew pin tran | `0.2946 ns` |
| FMAX | `0.5962 GHz` |
| Worst-Skew Late Latency | `0.25 ns` |
| Pwr/cell area | `569.4 nW/µm²` |
| Worst-path fanout max | `12` |
| Ys flops | `16` |
| Clk root buf | `clkbuf_8` |
| RSZ-0062 raised after global routing | `no` |
| Clk buf depth | `2` |
| Placement Setup Slack | `-0.04032 ns` |
| First-pass GRT wire length | `between 4 and 5 mm` |
| Biggest regs | `Q x16` |
| Total Routing Usage GR | `4.856%` |
| Share of layout cells above drive strength 1 | `10.20%` |
| Core area | `7807 µm²` |
| # rows | `32` |
| CP max stage delay | `approximately 0.52 ns` |
| Detailed Route WL | `2.947 mm` |
| Crit path DAT | `1.86 ns` |
| Final hold vios | `0` |
| GP Congestion | `0.7483` |
| Total die size | `12100 µm²` |
| Pwr Total | `0.8606 mW` |
| IO Port Bufs | `35` |
| Finished Layout Cells | `roughly 250` |
| Register area | `around 320 µm²` |
| YS chip area | `roughly 980 µm²` |
| Die width | `110 µm` |
| CP Data Required Time | `2.08 ns` |
| TritonCTS Buffers | `3` |
| Placed wire-length estimate | `2.339 mm` |
| Vias per std cell | `3.438` |
| Crit path capture type | `register` |
| Top Layer Used | `met4` |
| Peak supply drop | `roughly 0.24 mV` |
| Met2 WL post-DR | `roughly 1.4 mm` |
| Distinct lib cells | `21` |
| Final Cycle Share | `roughly 90%` |
| Max-cap violation count | `0` |
| Ports | `36` |
==> cell type report <==
class,instances,share of cell area (%)
Sequential cell,16,21.19
Timing Repair Buffer,38,25.50
Inverter,13,3.228
Multi-Input combinational cell,76,38.00
Clock buffer,4,3.642
Tap cell,102,8.444
==> layout by cell type, fill, tap and decap left out, types with 3 or more instances in the layout <==
cell             instances
nand3_1                  3
clkbuf_8                 4
xor2_1                   9
dfxtp_1                 16
mux2i_1                  4
nor4_2                   4
nand2_1                  5
o21a_1                  10
clkdlybuf4s50_1         35
nand4_1                  4
nor3_1                   4
xnor2_1                  5
inv_1                   13
a21oi_1                 13
nor2_1                   7
==> cells by family (layout without fill, tap and decap cells) <==
logic type,count (synthesis),count (layout),synth area share (%)
buf+inv,20,55,9.149
flops,16,16,32.53
xor+xnor,14,14,12.45
simple gates,32,32,25.03
fa+ha+maj,1,1,1.270
compound gates,25,25,15.50
mux,4,4,4.066
==> metrics by stage <==
stage                       TNS, ns  util [%]  cell area, µm²
after floorplan                   0         -           984.7
after global placement    -0.007937     18.65            1456
after detailed placement    -0.1294     18.65            1456
after CTS                         0     19.36            1511
after global routing              0     19.36            1511
final                             0     19.36            1511
==> report_power, final <==
part / total, mW / internal (mW) / switching, mW
Combinational: 0.168 / 0.111 / 0.0566
Sequential: 0.392 / 0.359 / 0.0331
Clock: 0.301 / 0.184 / 0.117
Total: 0.861 / 0.654 / 0.207
==> synth_stat cells <==
cell type / instances
buf_6: 2
a21o_1: 1
clkbuf_1: 5
nor3_1: 4
nor2_1: 7
nor4_2: 4
nand4_1: 4
o21a_1: 10
nand3_1: 3
nand4_4: 2
ha_1: 1
mux2i_1: 4
o21ai_0: 1
xnor2_1: 5
nor4_4: 2
dfxtp_1: 16
xor2_1: 9
or3_1: 1
nand2_1: 5
inv_1: 13
a21oi_1: 13
==> worst max-delay path: cells and delay by family <==
kind,cells,cell delay [ns]
AOI/OAI and AO/OA,2,0.31
buffers and inverters,1,0.52
and+or+nand+nor,2,0.65
==> worst min path at each step <==
stage	start	to	slack, ns	depth (start not counted)
4_1_cts	Q[15]$_SDFFE_PP0P_	Q[15]$_SDFFE_PP0P_	0.62	2
5_1_grt	Q[15]$_SDFFE_PP0P_	Q[15]$_SDFFE_PP0P_	0.65	2
6_report	Q[15]$_SDFFE_PP0P_	Q[15]$_SDFFE_PP0P_	0.61	2
==> per-layer routing <==
metal / global-route usage (%) / vias to the layer above
met5: 0 / -
met4: 0.9294 / 0
met3: 2.056 / 2
met2: 7.494 / 19
met1: 6.257 / 383
li1: - / 452
Power is estimated from default activity; no workload was simulated.
